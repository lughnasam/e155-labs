==> run.sh <==
#!/bin/bash
# OpenROAD 26Q1-2900-gdf79404cd8, Yosys 0.63+post, stock flow scripts
make -C /OpenROAD-flow-scripts/flow DESIGN_CONFIG=/design/flow/config.mk WORK_HOME=/design/flow/orfs finish
==> config.mk <==
export PLATFORM = sky130hd
export DESIGN_NAME = button_decoder
export DESIGN_NICKNAME = button_decoder
export VERILOG_FILES = /design/flow/design.v
export SDC_FILE = /design/flow/constraint.sdc
export NUM_CORES = 4
export LEC_CHECK = 1
export CORE_AREA = 10 10 70 70
export DIE_AREA = 0 0 80 80
==> constraint.sdc <==
current_design button_decoder

set clk_period 3.5
set clk_io_pct 0.2

create_clock -name clk0 -period $clk_period

set non_clock_inputs [all_inputs -no_clocks]
set_input_delay [expr $clk_period * $clk_io_pct] -clock clk0 $non_clock_inputs
set_output_delay [expr $clk_period * $clk_io_pct] -clock clk0 [all_outputs]
==> design.v <==
module seven_seg_decoder(input  logic [3:0] s,
						 output logic [6:0] seg);
    always_comb begin
        case(s)
        4'b0000: seg = 7'b000_0001;
        4'b0001: seg = 7'b100_1111;
        4'b0010: seg = 7'b001_0010;
        4'b0011: seg = 7'b000_0110;
        4'b0100: seg = 7'b100_1100;
        4'b0101: seg = 7'b010_0100;
        4'b0110: seg = 7'b010_0000;
        4'b0111: seg = 7'b000_1111;
        4'b1000: seg = 7'b000_0000;
        4'b1001: seg = 7'b000_0100;
        4'b1010: seg = 7'b000_1000;
        4'b1011: seg = 7'b110_0000;
        4'b1100: seg = 7'b111_0010;
        4'b1101: seg = 7'b100_0010;
        4'b1110: seg = 7'b001_0000;
        4'b1111: seg = 7'b011_1000;
        default: seg = 7'b111_1111;
        endcase
    end
endmodule
module button_decoder(input  [3:0] rows, cols,
                      output [6:0] seg);
logic [7:0] keypad;
logic [3:0] number;
assign keypad = {rows, cols};
always_comb begin
    case(keypad)
        8'b1000_0001: number = 4'b1110;
        8'b1000_0010: number = 4'b0000;
        8'b1000_0100: number = 4'b1111; 
        8'b1000_1000: number = 4'b1101;
        8'b0100_0001: number = 4'b0111;
        8'b0100_0010: number = 4'b1000;
        8'b0100_0100: number = 4'b1001;
        8'b0100_1000: number = 4'b1100;
        8'b0010_0001: number = 4'b0100;
        8'b0010_0010: number = 4'b0101;
        8'b0010_0100: number = 4'b0110;
        8'b0010_1000: number = 4'b1011;
        8'b0001_0001: number = 4'b0001;
        8'b0001_0010: number = 4'b0010;
        8'b0001_0100: number = 4'b0011;
        8'b0001_1000: number = 4'b1010;
        default:      number = 4'b0000;
    endcase
end
seven_seg_decoder ssd(.s(number), .seg(seg));
endmodule
==> out/qor.tcl <==
set qor(core-area_sq_um) 3420
set qor(synthesis.yosys.warnings) 2
set qor(ys_cells) 100
set qor(tool_warnings) 36
set qor(die_area_sq_um) 6400
set qor(gp_congestion) 0.899
set qor(hold_slack_ns) 2.25
set qor(critPathKind) {in2out}
set qor(ff_latch_area_sq_um) 0
set qor(layoutNonFillerInstCount) 193
set qor(drt-total-wl_um) 2460
set qor(initial_utilization_pct) 23.4
set qor(layout.cell_area.non_filler_sq_um) 1420
set qor(max-slew-margin-rel_pct) 77.3
set qor(drc) 0
set qor(synthDistinctLibCells) 56
set qor(drt-pass1-iter-count) 4
set qor(wire_length_of_the_first_global_routing_pass_um) 3850
set qor(topCellsByArea) {buf_6 (7.0%), buf_4 (4.7%), ha_1 (4.7%), xor2_1 (4.4%), nand3_1 (3.8%)}
set qor(period_needed_ns) 3.42
set qor(post_synth_most_frequent_cells) {nand2_1 (8), nand3_1 (6), buf_4 (5), buf_6 (5), nor2_1 (5)}
set qor(die.size.x_um) 80
set qor(die_h_um) 80
set qor(place_area_sq_um) 1190
set qor(setup_ws_ns) 0.0777
set qor(antenna-diode-count) 0
set qor(placementRows) 21
set qor(global_route.overflow_total) 0
set qor(timing.final.setup_violations) 0
set qor(setup_tns_ns) 0
set qor(report.final.hold_viol_count) 0
set qor(initialDrtViolationCount) 33
set qor(cts_hold_repair.buffers) 0
set qor(sequential_cell_total) 0
set qor(syn-instance-count) 100
set qor(grt_pass1_vias) 859
set qor(outcome) {complete, no violations}
set qor(synthToLayoutAreaGrowth_pct) 77.3
set qor(report.final.slew_viol_count) 0
set qor(critPathCaptureType) {output port}
set qor(power_density_relative_to_cell_area_nw_per_um2) 84.3
set qor(io_pins) 15
set qor(portion_of_synthesized_cell_area_occupied_by_the_leading_cell_type_pct) 7.04
set qor(pin_count_of_the_biggest_net_entering_global_routing) 11
set qor(routed-via-count) 932
set qor(netlist.top_cell.by_area) {buf_6}
set qor(cp-start-kind) {input port}
set qor(worst_endpoint_required_time_ns) 2.80
set qor(detailedPlace.worstSlack_ns) -0.497
set qor(rsz_0062_raised_after_global_routing) {yes}
set qor(yosys.stat.chipArea_sq_um) 800
set qor(ir_drop_mv) 0.0401
set qor(drive_gt1_share_pct) 64.6
set qor(clockBufferCount) 0
set qor(synth.avg_cell_area_sq_um) 8.00
set qor(cellLeakagePower_nw) 0.589
set qor(numPlacedInstances) 188
set qor(min_path_type) {in2out}
set qor(wl_per_cell_um) 12.7
set qor(grt_antenna_before_repair) 0
set qor(synthMostInstantiatedCell) {nand2_1}
set qor(hold-path-cell-count) 6
set qor(place.detailed.hpwl_um) 1820
set qor(worst-endpoint-arrival_ns) 2.72
set qor(ant_nets) 0
set qor(vias_per_cell) 4.83
set qor(tightestPinTransition_ns) 0.339
set qor(synth_seq_share_pct) 0
set qor(final.period_utilization_pct) 97.8
set qor(netlist_area_sq_um) 800
set qor(grt_usage_pct) 6.89
set qor(buffer_ports.inserted) 15
set qor(critical_path.max_fanout) 8
set qor(fmax_mhz) 292
set qor(max-cap-violations) 0
logic make-up (layout without fill, tap and decap cells):
family	count (synthesis)	count (layout)	synth area share [%]
buf+inv	14	61	13.8
xor+xnor	6	6	7.51
fa+ha+maj	3	3	4.70
simple gates	48	48	40.7
mux	1	1	1.25
compound gates	28	28	32.1
report_power, final:
| part | switching [W] | leakage, nW | internal, W |
|---|---|---|---|
| clock network | 0 | 0 | 0 |
| registers | 0 | 0 | 0 |
| logic | 0.0000546 | 0.589 | 0.0000649 |
worst paths after layout:
path / startpoint / to / slack (ns)
setup / recovery: cols[0] / seg[1] / 0.08
hold / removal: cols[3] / seg[2] / 2.25
area by class of cell:
type | count | area, sq um
multi-input combinational | 86 | 882
timing repair buffer | 58 | 467
fill | 316 | 2000
inverter | 3 | 11.3
tap | 46 | 57.6
layout by cell type, fill, tap and decap left out, drive strengths merged, types with 2 or more instances in the layout:
master and n:
nand2 9, nand3 6, inv 3, nor3b 4, and4bb 2, nor2b 2, clkdlybuf4s50 6, a22oi 3
a211oi 2, nor2 6, nor4b 3, and3 2, ha 3, xor2 5, buf 49, o21ai 7
nor3 3, a21oi 3, and2b 2, clkbuf 2
worst max-delay path, stage by stage:
cell and delay (ns):
buf_2 0.13, buf_6 0.14, buf_4 0.13, nor4_2 0.24, buf_4 0.16, o21ai_2 0.05, o21ai_2 0.07, or2_4 0.21
buf_4 0.13, a31o_1 0.14, o221a_1 0.15, clkdlybuf4s50_1 0.45
layer usage:
metal	global-route usage [%]	share of wire [%]	vias up
li1	-	-	471
met3	0.114	2.4	0
met5	0	0	-
met1	9.27	50	452
met2	12.6	47	9
met4	0	0	0
through the flow:
step	util (%)	total power [W]
final	41.5	0.000120
after global routing	41.5	0.000129
after CTS	37.6	0.000106
after detailed placement	34.9	0.0000974
after global placement	34.9	0.0000974
after floorplan	-	0.0000545
repair_timing:
| action | in CTS | in global routing |
|---|---|---|
| endpoints found under the hold margin | 0 | 0 |
| setup endpoints to repair | 7 | 7 |
| resized | 52 | 33 |
| buffers inserted | 0 | 4 |
| cloned | 0 | 1 |
| pin swaps | 7 | 9 |
Power is estimated from default activity; no workload was simulated.
