[./design.v]
module counter 
	#(parameter WIDTH = 24,
	  parameter P = 1) 
	 (input logic              clk, reset,
      output logic [WIDTH-1:0] value);
    always_ff @ (posedge clk) begin
        if (reset) value <= {WIDTH{1'b0}};
        else value <= value + P;
    end
endmodule
module ff_enabled
    #(parameter WIDTH = 8)
     (input logic              clk, reset, enable,
      input logic  [WIDTH-1:0] d,
      output logic [WIDTH-1:0] q);
always_ff @(posedge clk) begin
    if (~reset) q <= 0;
    else if (enable) q <= d;
end
endmodule
module input_fsm(input clk, reset,
                 input [3:0] cols,
                 output new_key,
                 output [3:0] row_pwr, stateout);
    typedef enum logic [3:0] {row0_pwr, row1_pwr, row2_pwr, row3_pwr, debounce, intake, depress, pause} statetype;
    statetype state, next_state;
    logic [23:0] count;
    logic debounce_on;
    assign debounce_on = (state == debounce);
    logic       row0on, row1on, row2on, row3on, scanning_on;
    logic [3:0] rows_read, rows_synced, cols_synced, cols_saved, rows_saved;
    assign row0on = (state == row0_pwr);
    assign row1on = (state == row1_pwr);
    assign row2on = (state == row2_pwr);
    assign row3on = (state == row3_pwr);
    assign rows_read = {row3on, row2on, row1on, row0on};
    assign scanning = |rows_read;
    assign new_key = (state == intake);
    logic col_update;
    assign col_update = new_key | (state == depress); 
    counter debounce_counter(.clk(clk), .reset(debounce_on), .value(count));
    ff_enabled   #(.WIDTH(4)) rows_save(.clk(clk), .reset(reset), .enable(scanning), .d(rows_read), .q(rows_saved));
    ff_enabled   #(.WIDTH(4)) cols_save(.clk(clk), .reset(reset), .enable(new_key), .d(cols), .q(cols_saved));
	always_ff @(posedge clk, negedge reset) begin
		if (~reset) state <= row0_pwr;
		else        state <= next_state;
	end
    always_comb begin
        case(state) 
            row0_pwr: if(cols != 4'b0)          next_state = pause;
                      else                      next_state = row1_pwr;
            row1_pwr: if(cols != 4'b0)          next_state = pause;
                      else                      next_state = row2_pwr;
            row2_pwr: if(cols != 4'b0)          next_state = pause;
                      else                      next_state = row3_pwr;
            row3_pwr: if(cols != 4'b0)          next_state = pause;
                      else                      next_state = row0_pwr;
            pause:                              next_state = intake;
            intake:                             next_state = debounce;
            debounce: if(count < 24'd1920000)   next_state = debounce;
                      else                      next_state = depress;
            depress:  if(cols != 4'b0)
                                                next_state = row0_pwr;
					  else                      next_state = depress;
            default:                            next_state = row0_pwr;
        endcase
    end
    assign row_pwr = scanning ? rows_read : rows_saved;
    endmodule
[./run.sh]
#!/bin/bash
# OpenROAD 26Q1-2900-gdf79404cd8, Yosys 0.63+post, stock flow scripts
make -C /OpenROAD-flow-scripts/flow DESIGN_CONFIG=/design/flow/config.mk WORK_HOME=/design/flow/orfs finish
[./constraint.sdc]
current_design input_fsm

set clk_period 3.6
set clk_io_pct 0.2

create_clock -name clk0 -period $clk_period [get_ports {clk}]

set non_clock_inputs [all_inputs -no_clocks]
set_input_delay [expr $clk_period * $clk_io_pct] -clock clk0 $non_clock_inputs
set_output_delay [expr $clk_period * $clk_io_pct] -clock clk0 [all_outputs]
[./config.mk]
export PLATFORM = sky130hd
export DESIGN_NAME = input_fsm
export DESIGN_NICKNAME = input_fsm
export VERILOG_FILES = /design/flow/design.v
export SDC_FILE = /design/flow/constraint.sdc
export NUM_CORES = 4
export LEC_CHECK = 1
export CORE_AREA = 10 10 109 109
export DIE_AREA = 0 0 119 119
==> impl_metrics.toml <==
# flow metrics
[routing]
firstDrtPassIters = 4
top_layer = "met4"
wl_met2_um = 1248
antennaDiodeCount = 0
drtIter0Drc = 71
dr_wl_met3_um = 74
num_vias = 1122
wl_per_cell_um = 9.273
route.detailed.drc = 0
ant_nets = 0
drt-total-wl_um = 2819
wl_met1_um = 1420
viasPerCell = 3.691

[layout]
final_core_util_pct = 19.31
lay_top_cells = "dfxtp_1, nor2_1, xor2_1, clkdlybuf4s50_1"
syn_to_final_growth_pct = 18.76
fillCellCount = 1068
drive_above_1_share_pct = 10.53
lay_top_count = "dfxtp_1"

[grt]
grt_pass1_wl_um = 4830
antenna_found_initial = 0
gr-total-overflow = 0
grt_usage_pct = 3.888
grt_max_degree = 28
grt_pass1_vias = 1043

[power]
cellLeakagePower_uw = 0.0006787
p_per_area_nw_per_um2 = 379.2
vdd_ir_drop_max_mv = 0.1425

[timing]
timing.final.crit_share_pct = 75.97
holdWs_ns = 0.3606
period_needed_ns = 2.735
drv_slew = 0
setup_viol = 0
hold_viol = 0
worst_pin_slew_ns = 0.7534
slew_headroom_pct = 49.31
fin_tns_setup_ns = 0
rsz0062_at_grt = "false"
fmaxAchievable_mhz = 365.6
finClkSkew_ns = 0.003407

[cts]
root_buffer = "clkbuf_8"
cts_buffers = 5
cts.repair.resized = 0
insertion_delay_ns = 0.28
postCtsHoldBufs = 0
post_cts_buffers = 0
htreeDepth = 2
clockBufferDepth = 2
clock-sinks = 36
tritoncts = "built"
path_clk_slew_ns = 0.07

[worst_hold_path]
hold_depth = 0
holdCritStartpoint = "state[7]$_DFF_PN0_"
hp-class = "flip-flop to flip-flop"
hold_end = "state[5]$_DFF_PN0_"

[die]
core.rowCount = 36
core-area_um2 = 9639
initial_core_util_pct = 16.26
die_h_um = 119
ios = 15
dieArea_um2 = 14160
die_w_um = 119

[logic_synthesis]
ys_cells = 161
yosys-top-cells-area = "dfxtp_1, dfrtp_1, xor2_1"
synthesis.instances = 161
synth.largest_area_cell = "dfxtp_1"
ys.flops = 36
ys_warn_count = 8
synth_seq_share_pct = 48.60
yosysUniqueCellTypes = 40
top_area_share_pct = 35.75
syn_avg_cell_area_um2 = 9.738
yosys-stat-area_um2 = 1568
synth_area_um2 = 1568

[run]
cap_violations = 0
tool_warnings = 25

[setup_path]
reg2reg_slack_ns = 1.78
startpoint_type = "flip-flop"
cp.required_ns = 2.88
critPathArrivalTime_ns = 2.01
r2r-start = "debounce_counter.value[5]$_SDFF_PP0_"
critical_path.max_fanout = 5
r2r-end = "debounce_counter.value[23]$_SDFF_PP0_"
cp-end-kind = "output pin"
rr_worst_depth = 4
worst-setup-path-type = "flip-flop to output pin"

[place]
numPortBuffers = 10
place_hpwl_um = 1907
gp_congestion = 0.7594

[run_status]
status = "complete, no violations"
## through the flow
| stage | total power, uW | cell area (um^2) | cells | worst slack [ns] |
|---|---|---|---|---|
| floorplan | 433.3 | 1579 | 164 | 1.830 |
| global placement | 443.2 | 1780 | 296 | 1.181 |
| detailed placement | 443.6 | 1780 | 296 | 1.186 |
| CTS | 717.5 | 1862 | 304 | 0.8666 |
| global route | 740.2 | 1862 | 304 | 0.7157 |
| finish | 706.0 | 1862 | 304 | 0.8651 |
## how the worst max path moves through the flow
stage	start	end	slack (ns)	cells past startpoint
after CTS	state[2]$_DFF_PN0_	row_pwr[0]	0.87	3
final	state[2]$_DFF_PN0_	row_pwr[0]	0.87	3
after global routing	state[2]$_DFF_PN0_	row_pwr[0]	0.72	3
## where the power goes
| part | total, uW | leakage [uW] | switching (uW) | internal, uW |
|---|---|---|---|---|
| combinational | 28.9 | 0.000306 | 18.0 | 11.0 |
| sequential | 406 | 0.000330 | 2.01 | 404 |
| clock | 272 | 0.0000422 | 136 | 136 |
| total | 706 | 0.000679 | 156 | 550 |
## state kept, by name, indices dropped and copies added, names as in the netlist
signal	flops
state	8
debounce_counter.value	24
rows_save.q	4
## logic make-up after synthesis
| group | count (synthesis) | synth area share, % |
|---|---|---|
| and+or+nand+nor | 68 | 25.30 |
| DFF | 36 | 48.60 |
| AOI/OAI and AO/OA | 27 | 11.57 |
| buffers and inverters | 14 | 5.347 |
| xor gates and xnor gates | 12 | 6.704 |
| muxes | 2 | 1.436 |
| adders and majority gates | 1 | 0.7980 |
| other | 1 | 0.2392 |
## worst max-delay path, cell delays in order, from the launching register on
cell and delay (ns):
dfrtp_1 0.39, nor4_1 0.66, a21o_1 0.23, clkdlybuf4s50_1 0.46
## layer usage
metal	up-vias	track usage (%)
met3	5	0.7674
met2	17	6.362
met1	514	5.218
met4	0	0.8397
li1	586	-
met5	-	0
## area by class of cell
class	instances	area [um^2]	area share, %
flip-flops and latches	36	762.0	40.93
well taps	133	166.4	8.938
repair buffers	12	115.1	6.183
clock buffers	7	76.32	4.099
multi-input cells	114	733.2	39.38
clock inverters	1	5.005	0.2688
inverters	1	3.754	0.2016
## synthesized netlist by cell type
library cell and instances:
and3_2 1, nand4_4 1, nand4_1 6, conb_1 1, xnor2_1 2, or2_2 1
or4_1 6, nor3_1 1, dfstp_2 1, xor2_1 10, nor4_1 3, and2_1 8
o211ai_1 1, buf_4 4, dfxtp_1 28, o21bai_1 1, clkbuf_1 6, nor2b_1 2
a21o_1 4, nor2_1 16, ha_1 1, nand2_2 1, a21oi_1 8, a211o_2 1
buf_2 1, nand2_1 6, or3_1 1, inv_1 1, o21ai_0 2, o31ai_1 8
and4_4 1, or3_2 1, a22o_1 1, and3_1 2, mux2_2 2, and4_1 3
buf_6 2, a211oi_1 1, nand3_1 8, dfrtp_1 7
Power and IR drop assume default switching activity.
