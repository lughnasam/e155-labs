===== flow/design.v =====
module ff_enabled
    #(parameter WIDTH = 8)
     (input logic              clk, reset, enable,
      input logic  [WIDTH-1:0] d,
      output logic [WIDTH-1:0] q);
always_ff @(posedge clk) begin
    if (~reset) q <= 0;
    else if (enable) q <= d;
end
endmodule
module synchronizer
    #(parameter WIDTH = 8)
    (input logic clk, reset,
     input logic [WIDTH-1:0] d,
     output logic [WIDTH-1:0] q);
    logic [WIDTH-1:0] d1;
    ff_enabled #(.WIDTH(WIDTH)) ff1(.clk(clk), .reset(reset), .enable(1'b1), .d(d), .q(d1));
    ff_enabled #(.WIDTH(WIDTH)) ff2(.clk(clk), .reset(reset), .enable(1'b1), .d(d1), .q(q));
endmodule

===== flow/run.sh =====
#!/bin/bash
# OpenROAD 26Q1-2900-gdf79404cd8, Yosys 0.63+post, stock flow scripts
make -C /OpenROAD-flow-scripts/flow DESIGN_CONFIG=/design/flow/config.mk WORK_HOME=/design/flow/orfs finish

===== flow/config.mk =====
export PLATFORM = sky130hd
export DESIGN_NAME = synchronizer
export DESIGN_NICKNAME = synchronizer
export VERILOG_FILES = /design/flow/design.v
export SDC_FILE = /design/flow/constraint.sdc
export NUM_CORES = 4
export LEC_CHECK = 1
export CORE_AREA = 10 10 75 75
export DIE_AREA = 0 0 85 85

===== flow/constraint.sdc =====
current_design synchronizer

set clk_period 1.1
set clk_io_pct 0.2

create_clock -name clk0 -period $clk_period [get_ports {clk}]

set non_clock_inputs [all_inputs -no_clocks]
set_input_delay [expr $clk_period * $clk_io_pct] -clock clk0 $non_clock_inputs
set_output_delay [expr $clk_period * $clk_io_pct] -clock clk0 [all_outputs]

==> qor.tcl <==
set qor(outcome) {finished clean}
set qor(postSynthCellCount) 33
set qor(synth_cell_types) 4
set qor(path_depth) 1
set qor(maximum_number_of_buffers_from_clock_root_to_sink) 2
set qor(synth_top_cell_by_area) {dfxtp_1}
set qor(min_path_cells) 1
set qor(total_number_of_vias) 272
set qor(cts_hold_buffers) 0
set qor(cts_resized) 8
set qor(r2r-start) {ff1.q[5]}
set qor(worstPathCellList) {dlygate4sd2_1}
set qor(fin_ws_ns) 0.116
set qor(relSlewSlack_pct) 93.0
set qor(yosys.area.top_type_share_pct) 71.7
set qor(cp-start-kind) {flop}
set qor(final_max_slew_viol_count) 0
set qor(routedWlPerCell_um) 8.13
set qor(most_common_library_cells_after_synthesis) {dfxtp_1, and2_2, and2_1}
set qor(numSynthFlops) 16
set qor(critical_path_class) {reg -> out}
set qor(layout-area-overhead-vs-synth_pct) 61.3
set qor(crit_path_max_fanout) 1
set qor(dieArea_sq_um) 7230
set qor(critPathCaptureType) {primary output}
set qor(grt_setup_unrepaired) {no}
set qor(postSynth.asyncResetShare_pct) 0
set qor(via_count_of_the_first_global_routing_pass) 297
set qor(cts_setup_buffers) 0
set qor(cap_violations) 0
set qor(yosysWarningCount) 1
set qor(die.size.y_um) 85
set qor(grt_util_all_layers_pct) 2.29
set qor(clk_pin_slew_worst_paths_ns) 0.05
set qor(drc_errors) 0
set qor(grt_max_degree) 17
set qor(clock_sinks) 16
set qor(timing.critical_path.buf_inv) 1
set qor(total_cells_reported_by_yosys_after_synthesis) 33
set qor(synth.cellmix.adderShare_pct) 0
set qor(port_buffers) 17
set qor(power_per_cell_area_nw_per_um2) 1620
set qor(reg2reg_depth) 1
set qor(final_layout_size_suffix_gt1_share_pct) 31.5
set qor(hold_path.class) {reg -> reg}
set qor(yosys.stat.seqShare_pct) 71.7
set qor(pre_cts_setup_slack_ns) 0.00818
set qor(critical_path_arrival_ns) 0.76
set qor(finalSetupViolations) 0
set qor(synth_compound_gate_area_share_pct) 0
set qor(cp_top_family) {flip-flops}
set qor(peak_vdd_ir_mv) 0.463
set qor(synth-main-ff-cell) {dfxtp_1}
set qor(grt_first_pass_wirelength_mm) 1.33
set qor(design_power_total_mw) 1.17
set qor(clock.latency.late_pin_ns) 0.24
set qor(fin_tns_setup_ns) 0
set qor(post_synth_main_area_contributors) {dfxtp_1, and2_2, and2_1}
set qor(timing.hold.ws_ns) 0.432
set qor(globalRoute.totalOverflow) 0
set qor(routabilityCongestion) 0.617
set qor(period_used_pct) 89.5
set qor(yosys-stat-area_sq_um) 447
set qor(ys_sh_simple_pct) 25.8
set qor(finalWorstPathRequiredPeriod_ns) 0.984
set qor(drt.antenna.violating_nets) 0
set qor(crit_start) {ff2.q[0]}
set qor(finalClockSkew_ns) 0.000628
set qor(critPathSlowestCell) {dfxtp_1}
set qor(critPathRequiredTime_ns) 0.88
set qor(xor_area_share_pct) 0
set qor(root_buffer) {clkbuf_8}
set qor(slew_at_the_pin_closest_to_its_max_slew_limit_ns) 0.106
set qor(wirelength_um) 846
set qor(post_syn_area_sq_um) 447
set qor(htree_levels) 1
set qor(antennaDiodeCount) 0
set qor(synth.logic.top_family) {simple AND/OR/NAND/NOR gates}
set qor(most_common_cell) {dfxtp_1}
set qor(drt_first_pass_iters) 2
set qor(floorplan.core_area_sq_um) 4060
set qor(finalCoreUtilization_pct) 17.8
set qor(syn-mean-instance-area_sq_um) 13.5
set qor(antenna_found_initial) 0
set qor(synth-edff-count) 0
set qor(ys_sh_mux_pct) 0
set qor(fp-utilization_pct) 11.0
set qor(die_width_um) 85
set qor(fmax_mhz) 1020
set qor(pin_count) 18
set qor(drt_iter0_drc) 17
set qor(hold_path.startpoint) {ff1.q[0]}
set qor(p_leak_nw) 0.314
set qor(max_stage_delay_ns) 0.29
set qor(cts_buffers) 3
set qor(row_count) 23
set qor(warning_count) 25
set qor(vias_cell) 2.62
set qor(cts_tree) {done}
set qor(timing_hold_violations_final) 0
[path summary, 6_finish.rpt]
path         slack, ns       end
min               0.43  ff2.q[0]
max               0.12      q[0]
max reg2reg       0.53  ff2.q[5]
min reg2reg       0.43  ff2.q[0]
[registers in the layout, summed over array words and instances, names as in the netlist]
register  flops
ff2.q         8
ff1.q         8
[metal layers]
| layer | vias up | part of all wire (%) | global-route usage, % |
|---|---|---|---|
| met5 | - | 0 | 0 |
| met3 | 0 | 16 | 1.83 |
| met4 | 0 | 0 | 0.449 |
| met1 | 122 | 37 | 2.19 |
| met2 | 11 | 47 | 3.81 |
| li1 | 139 | - | - |
[cell families after synthesis]
group / after synthesis
flip-flops: 16
AND/OR/NAND/NOR: 16
buffers and inverters: 1
[metrics by stage]
stage,instances,area (sq um)
floorplan,33,447
global placement,100,676
detailed placement,100,676
CTS,104,721
global route,104,721
finish,104,721
[area by class of cell]
| type | instances | area (sq um) |
|---|---|---|
| clock buffer | 4 | 55.1 |
| timing repair buffer | 18 | 168 |
| multi-input combinational | 16 | 115 |
| fill | 428 | 3340 |
| tap | 50 | 62.6 |
| sequential | 16 | 320 |
[layout by cell type, fill, tap and decap left out]
cell             synthesis  routed
buf_4                    0       1
dlygate4sd2_1            0       8
dfxtp_1                 16      16
and2_1                   4       4
and2_2                  12      12
clkbuf_8                 0       4
clkdlybuf4s50_1          0       9
[where the power goes]
group	leakage [nW]	internal [mW]	total (mW)	switching [mW]
Combinational	0.153	0.0571	0.0735	0.0164
Clock	0.0288	0.316	0.484	0.168
Sequential	0.132	0.607	0.612	0.00499
Power is estimated from default activity; no workload was simulated.
